`design/flow/design.v`:
```
`timescale 1ns/10ps
module alu #(
    parameter WIDTH = 64  
)(
    input [WIDTH-1:0] operand_a,
    input [WIDTH-1:0] operand_b,
    input [4:0] operation,
    input clear_lsb,
    output wire [WIDTH-1:0] result,
    output wire error  
);
    reg [WIDTH-1:0] result_reg;
    reg error_reg;
    assign result = result_reg;
    assign error = error_reg;
    localparam ALU_ADD  = 5'b00000;
    localparam ALU_SUB  = 5'b00001;
    localparam ALU_AND  = 5'b00010;
    localparam ALU_OR   = 5'b00011;
    localparam ALU_XOR  = 5'b00100;
    localparam ALU_SLT  = 5'b00101;
    localparam ALU_SLTU = 5'b00110;
    localparam ALU_SLL  = 5'b00111;
    localparam ALU_SRL  = 5'b01000;
    localparam ALU_SRA  = 5'b01001;
    localparam ALU_MUL  = 5'b01010;
    localparam ALU_MULH = 5'b01011;
    localparam ALU_MULHSU = 5'b01100;
    localparam ALU_MULHU = 5'b01101;
    localparam ALU_DIV  = 5'b01110;
    localparam ALU_DIVU = 5'b01111;
    localparam ALU_REM  = 5'b10000;
    localparam ALU_REMU = 5'b10001;
    function integer clog2;
    	input integer value;
    	integer temp_value;
    	begin
        	clog2 = 0;
        	temp_value = value - 1;
        	while (temp_value > 0) begin
            		clog2 = clog2 + 1;
            		temp_value = temp_value >> 1;
        	end
    	end
    endfunction
    localparam CLOG2_WIDTH = clog2(WIDTH);
    reg [(2*WIDTH)-1:0] temp;
    always @(operand_a or operand_b or operation) begin
	result_reg = {WIDTH{1'b0}};
    	error_reg = 1'b0;
	case (operation)
            ALU_ADD:    begin
	    		    	result_reg = clear_lsb ? (operand_a + operand_b) & ~1 : (operand_a + operand_b);
			    	error_reg = 1'b0;
			end
            ALU_SUB:    begin
	    		    	result_reg = operand_a - operand_b;
			    	error_reg = 1'b0;
			end
            ALU_AND:    begin
	    		    	result_reg = operand_a & operand_b;
			    	error_reg = 1'b0;
	    		end
            ALU_OR:     begin
	    		    	result_reg = operand_a | operand_b;
				error_reg = 1'b0;
			end
            ALU_XOR:    begin
	    		    	result_reg = operand_a ^ operand_b;
				error_reg = 1'b0;
			end
            ALU_SLT:    begin
	    		    	result_reg = ($signed(operand_a) < $signed(operand_b)) ? {{(WIDTH-1){1'b0}}, 1'b1} : {WIDTH{1'b0}};
				error_reg = 1'b0;
			end
            ALU_SLTU:   begin
	                    	result_reg = (operand_a < operand_b) ? {{(WIDTH-1){1'b0}}, 1'b1} : {WIDTH{1'b0}};
				error_reg = 1'b0;
			end
            ALU_SLL:    begin
	    			result_reg = operand_a << operand_b[CLOG2_WIDTH-1:0];
				error_reg = 1'b0;
			end
            ALU_SRL:    begin
	    			result_reg = operand_a >> operand_b[CLOG2_WIDTH-1:0];
				error_reg = 1'b0;
			end
            ALU_SRA:    begin
	    			result_reg = $signed(operand_a) >>> operand_b[CLOG2_WIDTH-1:0];
				error_reg = 1'b0;
			end
            ALU_MUL:    begin
	    			result_reg = $signed(operand_a) * $signed(operand_b);
				error_reg = 1'b0;
			end
            ALU_MULH:   begin
			    	temp = $signed(operand_a) * $signed(operand_b);
                            	result_reg = temp[(2*WIDTH)-1:WIDTH];
				error_reg = 1'b0;
                        end
            ALU_MULHSU: begin
			    	temp = $signed(operand_a) * operand_b;
                            	result_reg = temp[(2*WIDTH)-1:WIDTH];
				error_reg = 1'b0;
                        end 
            ALU_MULHU:  begin
			    	temp = operand_a * operand_b;
                            	result_reg = temp[(2*WIDTH)-1:WIDTH];
				error_reg = 1'b0;
                        end
            ALU_DIV:    begin
	    			result_reg = (operand_b != {WIDTH{1'b0}}) ? ($signed(operand_a) / $signed(operand_b)) : {WIDTH{1'b0}};
				error_reg = 1'b0;
			end
            ALU_DIVU:   begin
	    			result_reg = (operand_b != {WIDTH{1'b0}}) ? (operand_a / operand_b) : {WIDTH{1'b0}};
				error_reg = 1'b0;
			end
            ALU_REM:    begin
	    			result_reg = (operand_b != {WIDTH{1'b0}}) ? ($signed(operand_a) % $signed(operand_b)) : {WIDTH{1'b0}};
				error_reg = 1'b0;
			end
            ALU_REMU:   begin
	    			result_reg = (operand_b != {WIDTH{1'b0}}) ? (operand_a % operand_b) : {WIDTH{1'b0}};
				error_reg = 1'b0;
			end
            default: 	begin
				result_reg = {WIDTH{1'b0}};
                		error_reg = 1'b1;  
            		end
        endcase
    end
endmodule
```
`design/flow/run.sh`:
```
#!/bin/bash
# OpenROAD 26Q1-2900-gdf79404cd8, Yosys 0.63+post, stock flow scripts
make -C /OpenROAD-flow-scripts/flow DESIGN_CONFIG=/design/flow/config.mk WORK_HOME=/design/flow/orfs finish
```
`design/flow/config.mk`:
```
export PLATFORM = sky130hd
export DESIGN_NAME = alu
export DESIGN_NICKNAME = alu
export VERILOG_FILES = /design/flow/design.v
export SDC_FILE = /design/flow/constraint.sdc
export NUM_CORES = 4
export LEC_CHECK = 1
export CORE_UTILIZATION = 30
```
`design/flow/constraint.sdc`:
```
current_design alu

set clk_period 1821.1
set clk_io_pct 0.2

create_clock -name clk0 -period $clk_period

set non_clock_inputs [all_inputs -no_clocks]
set_input_delay [expr $clk_period * $clk_io_pct] -clock clk0 $non_clock_inputs
set_output_delay [expr $clk_period * $clk_io_pct] -clock clk0 [all_outputs]
```
==> flow_summary.ini <==
; yosys + openroad results
[grt]
grt_overflow = 0
grt_usage = 0.3840
grt_pass1_vias = 302001
grt_pass1_wl_microns = 2551000
grt_max_degree = 81
antenna_found_initial = 346

[layout]
final_common_cell = nand2_1
fillers = 107593
final_layout_top_logic_cells = nand2_1 (5729), fa_1 (5264), inv_1 (5183), nor2_1 (3579), ha_1 (3171)
seqCellArea_sq_um = 0
syn2layout_area_growth_pct = 8.806
nClkBuffers = 0
layout-drive-gt1-share = 0.06709
flops = 0

[power]
ir_drop_uv = 190.9
finalPower_w = 0.007832
p_int_w = 0.002445
power.leakage_nw = 160.8
p_sw_frac = 0.6878
cellPowerDensity_nw_per_um2 = 23.92
p_switching_w = 0.005386

[synth]
avgSynthCellArea_sq_um = 7.807
yosys.area.top_type_share = 0.3504
area_leaders = fa_1 (35%), ha_1 (13%), nand2_1 (7.2%), inv_1 (6.5%), nor2_1 (4.5%)
xor_area_frac = 0.05397
ys_sh_aoi = 0.1804
ys_sh_mux = 0.01913
seq_area_frac_synth = 0
yosys_cells = 38543
ys_sh_simple = 0.1763
yosys_warnings = 1
synth_area_sq_um = 300900
ys_sh_adder = 0.4823
largest_area_cell = fa_1
synthCells = 38543
synth.distinct_cells = 109
yosys_area_sq_um = 300900
synthTopLogicFamily = adder cells

[floorplan]
core_sq_um = 999200
chipHeight_microns = 1003
num_io_pins = 199
dieArea_sq_um = 1007000
fp.dieW_microns = 1003
row_count = 367
fp_util = 0.3011

[worst_setup_path]
end_kind = output port
arrival_ns = 596.18
worst_setup_path_start_kind = primary input
cpMostUsedCell = a21oi_1
crit_end = result[63]
crit_type = primary input to output port
critPathSlowestCell = nor2_1
worstSetupStartpoint = operand_b[60]
max_stage_delay_ns = 1.15
worstPathMaxFanout = 62
crit_required_ns = 1456.88

[final_timing]
slew-limit-headroom = 0.06906
hold_violations = 0
worst_pin_slew_ns = 1.391
final-setup-viol-count = 0
max_freq_ghz = 0.001041
hold_ws_ns = 729.64
period_used_share = 0.5274
maxSlewViolCount = 0
rsz0062_at_grt = false
setup_tns_ns = 0
timing.final.crit_period_ns = 960.40

[route]
drt_iter0_drc = 27946
final_antenna_net_count = 0
drc = 0
wl_per_cell_microns = 36.11
routed_wl_microns = 1885000
avgViaCountPerCell = 5.759
drt_first_pass_iters = 7
dr_total_vias = 300646

[run]
warnings = 168
drv_cap = 0

[place]
finalWeightedCongestion = 1.150
hpwlAfterDp_microns = 1602000
numPortBuffers = 199

[clock_network]
cts_resized = 0
cts_setup_buffers = 0
hold_buffers = 0

[hold_path]
hold_class = primary input to output port

[outcome]
status = finished, final reports clean
[metal layers]
metal	GRT usage	wire length, microns	part of all wire	up-vias
li1	-	-	-	128249
met1	0.4603	671900	0.36	150185
met2	0.5162	751800	0.40	17427
met3	0.2004	269600	0.14	4567
met4	0.3018	188700	0.10	218
met5	0.01172	3147	0.0017	-
[stage by stage]
step	cell area [sq um]	worst slack (ns)	std cells	util
2_1_floorplan	300900	905.38	38543	-
3_3_place_gp	326300	868.18	51844	0.3266
3_5_place_dp	326500	870.68	51854	0.3267
4_1_cts	326500	869.84	51854	0.3267
5_1_grt	326800	852.95	51948	0.3270
6_report	327400	860.70	52203	0.3277
[cells by family (layout without fill, tap and decap cells)]
kind of cell,Yosys count,in the layout
buffers and inverters,7036,7066
AND/OR/NAND/NOR,12343,12343
adder cells (fa/ha/maj),8438,8438
other,0,346
AND-OR/OR-AND,8354,8354
multiplexers,518,518
XOR/XNOR,1854,1854
[worst max-delay path: cells and delay by family]
family                     cells  cell delay [ns]
AOI/OAI and AO/OA            396           124.43
and+or+nand+nor              200            62.04
adders and majority gates     63            21.73
buffers and inverters         70            20.78
muxes                          5             1.52
xor gates and xnor gates       1             0.17
[worst min path at each step]
stage / startpoint / cells after the start / slack [ns] / end
after CTS: operation[4] / 4 / 729.62 / error
after global routing: operation[4] / 4 / 729.67 / error
final: operation[4] / 4 / 729.64 / error
[synth_stat cells (85+ instances only)]
cell and count:
or2_2 168, nand2b_1 229, nor2_1 3599, a21oi_1 2292
ha_1 3172, xor2_1 737, mux2i_1 313, o31ai_1 167
o211ai_1 235, a211o_1 85, inv_1 5245, clkbuf_1 1222
nand3_1 524, a31oi_1 341, and2_1 168, a221oi_1 174
a21boi_0 92, a211oi_1 259, a21o_1 1052, o21bai_1 263
o21a_1 474, o21ai_0 1646, or3_1 212, and3_1 180
o221ai_1 133, nor3_1 549, xnor2_1 1117, mux2_2 177
buf_1 488, nand4_1 290, nand2_1 5736, nor4_1 113
fa_1 5266, nor2b_1 320, o22ai_1 121
[cell type report]
| cell class | instances | area, sq um | area share |
|---|---|---|---|
| Timing Repair Buffer | 1781 | 14020 | 0.04281 |
| Inverter | 5285 | 19990 | 0.06105 |
| Antenna cell | 346 | 865.8 | 0.002645 |
| Multi-Input combinational cell | 31507 | 275900 | 0.8427 |
| Tap cell | 13284 | 16620 | 0.05077 |
