--- flow/run.sh ---
#!/bin/bash
# OpenROAD 26Q1-2900-gdf79404cd8, Yosys 0.63+post, stock flow scripts
make -C /OpenROAD-flow-scripts/flow DESIGN_CONFIG=/design/flow/config.mk WORK_HOME=/design/flow/orfs finish
--- flow/config.mk ---
export PLATFORM = sky130hd
export DESIGN_NAME = csr_reg
export DESIGN_NICKNAME = csr_reg
export VERILOG_FILES = /design/flow/design.v
export SDC_FILE = /design/flow/constraint.sdc
export NUM_CORES = 4
export LEC_CHECK = 1
export CORE_UTILIZATION = 50
--- flow/constraint.sdc ---
current_design csr_reg

set clk_period 1.8
set clk_io_pct 0.2

create_clock -name clk0 -period $clk_period [get_ports {clk_i}]

set non_clock_inputs [all_inputs -no_clocks]
set_input_delay [expr $clk_period * $clk_io_pct] -clock clk0 $non_clock_inputs
set_output_delay [expr $clk_period * $clk_io_pct] -clock clk0 [all_outputs]
--- flow/design.v ---
`timescale 1ns/10ps
module csr_reg (
    input               clk_i,         
    input               rst_i,         
    input      [11:0]   csr_addr_i,    
    input      [63:0]   csr_wdata_i,   
    input               csr_we_i,      
    input		[1:0]	csr_type,
    output reg [63:0]   csr_rdata_o    
);
    localparam CSR_MSTATUS = 12'h300;
    localparam CSR_MEPC    = 12'h341;
    localparam CSR_MCAUSE  = 12'h342;
    localparam CSR_MISA    = 12'h301;
    localparam CSR_MTVEC   = 12'h305;
    localparam CSR_SWAP_TYPE = 2'b00;
    localparam CSR_SET_BIT_TYPE = 2'b01;
    localparam CSR_CLEAR_BIT_TYPE = 2'b10;
    localparam CSR_INTERRUPT = 2'b11;
    localparam [63:0] MSTATUS_MASK = 64'hFFFFFFFFFFFFFFFF;   
    localparam [63:0] MEPC_MASK    = 64'hFFFFFFFFFFFFFFFC;   
    localparam [63:0] MCAUSE_MASK  = 64'h800000000000000F;   
    reg [63:0] mstatus;   
    reg [63:0] mepc;      
    reg [63:0] mcause;    
    localparam [63:0] MISA_VALUE = 64'h2000000000001104;   
    localparam [63:0] MTVEC_VALUE = 64'h0;  
    always @(posedge clk_i or negedge rst_i) begin
        if (!rst_i) begin
            mstatus <= 64'b0;
            mepc    <= 64'b0;
            mcause  <= 64'b0;
            csr_rdata_o <= 64'b0;   
        end else begin
        if (csr_we_i) begin
			case (csr_type) 
				CSR_SWAP_TYPE: case (csr_addr_i)
									CSR_MSTATUS: mstatus <= csr_wdata_i;
									CSR_MEPC:    mepc    <= csr_wdata_i;
									CSR_MCAUSE:  mcause  <= csr_wdata_i;
									default: ;   
								endcase
				CSR_SET_BIT_TYPE: case (csr_addr_i)
									CSR_MSTATUS: mstatus <= (mstatus | csr_wdata_i);
									CSR_MEPC:    mepc    <= (mepc | csr_wdata_i);
									CSR_MCAUSE:  mcause  <= (mcause | csr_wdata_i);
									default: ;   
								endcase
				CSR_CLEAR_BIT_TYPE: case (csr_addr_i)
									CSR_MSTATUS: mstatus <= (mstatus & ~csr_wdata_i);
									CSR_MEPC:    mepc    <= (mepc & ~csr_wdata_i);
									CSR_MCAUSE:  mcause  <= (mcause & ~csr_wdata_i);
									default: ;   
								endcase
			    CSR_INTERRUPT :  mepc    <= csr_wdata_i;
			endcase
        end
          case (csr_addr_i)
            CSR_MSTATUS: csr_rdata_o = mstatus & MSTATUS_MASK;
            CSR_MEPC:    csr_rdata_o = 1;  
            CSR_MCAUSE:  csr_rdata_o = mcause & MCAUSE_MASK;
            CSR_MISA:    csr_rdata_o = MISA_VALUE;     
            CSR_MTVEC:   csr_rdata_o = MTVEC_VALUE;    
            default:     csr_rdata_o = MTVEC_VALUE;          
        endcase
    end
  end
endmodule
==> reports/qor.txt <==
Pin count of the biggest net entering global routing: 49
Post-route design area: 0.00852 mm^2
Routability Congestion: 0.851
EDFF count, synth: 0
Global-route wire length before repair: 25100 um
Leak: 3.93 nW
Top FF cell, synth: dfrtp_1
Mapped Cells: 551
DIE AREA: 0.0125 mm^2
Number of vias per cell: 5.86
Final worst-path setup slack: 0.0365 ns
Input/output buffers: 144
Top Ports: 145
Worst Path Max Fanout: 6
Worst path arrival time: 2.06 ns
Pre-CTS setup slack: -0.429 ns
Reg2Reg Depth: 4
Final non-filler cell total: 857
OpenROAD warning count: 30
CTS tree: done
Number of global-route vias before repair: 4973
Synthesized area: 0.00601 mm^2
CTS Buffer Depth: 2
Routed wire per std cell: 17.5 um
ANT cells: 0
Ys cells: 551
Chip area in the Yosys report: 0.00601 mm^2
DIE WIDTH: 112 um
Finish-stage setup viols: 0
Worst r2r src: mstatus[0]$_DFFE_PN0P_
Crit. Startpoint: csr_type[1]
Worst hold path depth: 1
CTS root buf: clkbuf_16
Htree depth: 4
Worst Max-Slew Pin Slew: 0.313 ns
Max VDD drop: 0.000704 V
Post-DP HPWL: 9460 um
CP required: 2.10 ns
Unique cell types: 31
Clock sink total: 133
Antenna violations before repair: 0
Die H: 112 um
Worst setup EP type: register
Post-synthesis sequential area ratio: 55.3%
Cell total after placement: 820
Via Count: 5021
Max-Cap Viols: 0
Max Fclk: 0.567 GHz
Synth Area per Inst: 10.9 um^2
Aggregate global routing overflow: 0
Worst Skew: 0.00973 ns
Routed wire length: 15000 um
Max-slew violations: 0
Final period util: 98.0%
Min cycle time layout: 1.76 ns
Drc violations: 0
Instance area at placement: 0.00775 mm^2
Synth flops: 133
Area grow syn2layout: 41.7%
Status: complete, no violations
Hold Path Class: register to register
Core area: 0.0116 mm^2
Final Hold Violating Endpoints: 0
Clock latency on the worst-skew pair: 0.42 ns
Ys Warns: 1
CP Class: input port to register
Synth async-reset ratio: 100%
Startpoint types: input port
Hold Path Origin: mstatus[24]$_DFFE_PN0P_
Initial drt markers: 318
Share of layout cells above drive strength 1: 12.0%
# rows: 39
First drt pass iteration count: 24
Rel. slew slack: 78.9%
CTS clock-pin slew for the worst setup and hold paths: 0.06 ns
Total global-route track usage: 26.4%
Post-DRT Antenna Nets: 0
Power Density: 980 mW/mm^2
CTS buffer count: 17
Pre-Place Util: 52.0%
Power Total: 8.35 mW
-- Yosys cell counts, types with 2 or more instances --
| cell | count | share of area (%) |
|---|---|---|
| ha_1 | 4 | 0.83 |
| o21ai_0 | 7 | 0.58 |
| dfrtp_1 | 133 | 55 |
| nor2_1 | 9 | 0.56 |
| buf_6 | 9 | 1.7 |
| buf_2 | 10 | 0.83 |
| nand2_1 | 2 | 0.12 |
| nor2b_1 | 6 | 0.62 |
| clkbuf_1 | 37 | 2.3 |
| a22o_1 | 71 | 10 |
| a21oi_1 | 60 | 5.0 |
| and2_1 | 56 | 5.8 |
| inv_1 | 61 | 3.8 |
| nor3_2 | 2 | 0.33 |
| o211ai_1 | 10 | 1.2 |
| o221ai_1 | 59 | 8.6 |
-- worst paths after layout --
kind | end | slack [ns]
worst max-delay path | mstatus[1]$_DFFE_PN0P_ | 0.04
worst min-delay path | csr_rdata_o[24]$_DFF_PN0_ | 0.49
worst max register to register | csr_rdata_o[0]$_DFF_PN0_ | 0.83
worst min register to register | csr_rdata_o[24]$_DFF_PN0_ | 0.49
max in group asynchronous | mstatus[22]$_DFFE_PN0P_ | 1.06
min in group asynchronous | csr_rdata_o[55]$_DFF_PN0_ | 0.50
-- power breakdown --
part	switching, mW	total [mW]	internal, mW
combinational	0.508	1.12	0.614
sequential	0.196	3.53	3.33
clock	1.24	3.69	2.46
total	1.94	8.35	6.40
-- through the flow --
stage	setup TNS [ns]	hold WS, ns	util [%]
after global routing	-0.324	0.497	73.7
after CTS	-0.000242	0.488	72.9
after global placement	-30.47	0.305	67.0
after floorplan	0	0.0644	-
final	0	0.485	73.7
after detailed placement	-33.04	0.307	67.0
-- critical path, stage by stage --
cell,delay (ns)
clkdlybuf4s50_1,0.45
buf_4,0.17
ha_4,0.17
buf_4,0.15
nor2b_1,0.13
o21ai_0,0.28
o211ai_1,0.15
a22o_1,0.20
-- metal layers --
| metal | track usage [%] | vias up | part of all wire, % |
|---|---|---|---|
| met2 | 37.6 | 240 | 45 |
| met1 | 43.5 | 2442 | 45 |
| met4 | 6.22 | 0 | 2.1 |
| met5 | 0 | - | 0 |
| li1 | - | 2308 | - |
| met3 | 6.70 | 31 | 8.1 |
-- timing repair --
| item | 4_1_cts | 5_1_grt |
|---|---|---|
| resized | 3 | 14 |
| setup endpoints to repair | 7 | 69 |
| endpoints found under the hold margin | 42 | 0 |
| hold buffers | 2 | 0 |
| pin swaps | 0 | 2 |
| setup buffers | 0 | 3 |
-- cell usage in the layout, fill, tap and decap left out, drive strengths merged, types with 2 or more instances in the layout --
| cell | instances |
|---|---|
| clkbuf | 23 |
| nor2b | 6 |
| o221a | 2 |
| dfrtp | 133 |
| clkdlybuf4s50 | 143 |
| o211ai | 10 |
| clkinv | 4 |
| and2 | 56 |
| o221ai | 59 |
| nor2 | 9 |
| a21oi | 60 |
| buf | 44 |
| a22o | 71 |
| inv | 62 |
| and4 | 2 |
| nor3 | 3 |
| bufinv | 4 |
| o21ai | 7 |
| nand2 | 2 |
| ha | 4 |
-- cells by family (layout without fill, tap and decap cells) --
group | after synthesis | count (layout) | synth area share (%)
AND-OR/OR-AND | 211 | 211 | 26.4
buffers and inverters | 119 | 282 | 8.76
AND/OR/NAND/NOR | 84 | 84 | 8.66
flip-flops | 133 | 133 | 55.3
adder cells (fa/ha/maj) | 4 | 4 | 0.832
-- registers in the layout, indices dropped and copies added, names as in the netlist --
signal       cells
csr_rdata_o     64
mcause           5
mstatus         64
-- layout make-up --
| cell class | count | area (um^2) |
|---|---|---|
| Fill cell | 720 | 3040 |
| Clock buffer | 23 | 488 |
| Clock inverter | 9 | 148 |
| Inverter | 62 | 233 |
| Multi-Input combinational cell | 299 | 2220 |
| Timing Repair Buffer | 188 | 1920 |
| Sequential cell | 133 | 3330 |
| Tap cell | 143 | 179 |
Power figures rest on the tool's default switching activity, not on a simulated workload.
