<file path="design/flow/config.mk">
export PLATFORM = sky130hd
export DESIGN_NAME = reg_file
export DESIGN_NICKNAME = reg_file
export VERILOG_FILES = /design/flow/design.v
export SDC_FILE = /design/flow/constraint.sdc
export NUM_CORES = 4
export LEC_CHECK = 1
export CORE_UTILIZATION = 40
</file>
<file path="design/flow/constraint.sdc">
current_design reg_file

set clk_period 40.1
set clk_io_pct 0.2

create_clock -name clk0 -period $clk_period [get_ports {clk_i}]

set non_clock_inputs [all_inputs -no_clocks]
set_input_delay [expr $clk_period * $clk_io_pct] -clock clk0 $non_clock_inputs
set_output_delay [expr $clk_period * $clk_io_pct] -clock clk0 [all_outputs]
</file>
<file path="design/flow/design.v">
`timescale 1ns/10ps
module reg_file(
    input          clk_i,
    input          rst_i,    
    input          WE3,      
    input [4 : 0]  A1,       
    input [4 : 0]  A2,       
    input [4 : 0]  A3,       
    input [63: 0]  WD3,      
    output [63: 0] RD1,      
    output [63: 0] RD2       
);
    reg [63:0] Register [31:0];  
    integer i;
    always @ (posedge clk_i or negedge rst_i)
    begin
        if (!rst_i) begin
            for (i = 0; i < 32; i = i + 1)
                Register[i] <= 64'd0;   
        end 
        else if (WE3 && A3 != 5'd0) begin
            Register[A3] <= WD3;        
        end
    end
    assign RD1 = (!rst_i) ? 64'd0 : Register[A1];
    assign RD2 = (!rst_i) ? 64'd0 : Register[A2];
endmodule
</file>
<file path="design/flow/run.sh">
#!/bin/bash
# OpenROAD 26Q1-2900-gdf79404cd8, Yosys 0.63+post, stock flow scripts
make -C /OpenROAD-flow-scripts/flow DESIGN_CONFIG=/design/flow/config.mk WORK_HOME=/design/flow/orfs finish
</file>
==> results.yml <==
# flow metrics
synthesis:
  syn_area_sq_um: 106000
  area_leaders: "sky130_fd_sc_hd__dfrtp_1, sky130_fd_sc_hd__mux2_2, sky130_fd_sc_hd__nand3_1"
  postSynthCellCount: 9811
  enable_flop_cells: 0
  numSynthFlops: 2048
  synthDominantCellAreaShare_pct: 48.1
  ys_seq_share_pct: 48.1
  top_cell: "sky130_fd_sc_hd__nand3_1"
  top_area_cell: "sky130_fd_sc_hd__dfrtp_1"
  ys_area_sq_um: 106000
  synthesis.yosys.warnings: 2
  common_cells: "sky130_fd_sc_hd__nand3_1, sky130_fd_sc_hd__dfrtp_1, sky130_fd_sc_hd__mux2_2"
  ys_types: 75
  asyncSetResetFlopFracSynth_pct: 100
  synthesized_area_divided_by_synthesized_cell_count_sq_um: 10.9
  ff_type: "sky130_fd_sc_hd__dfrtp_1"
  yosys_cells: 9811
timing:
  hold_viol: 0
  post-route-worst-setup-slack_ns: 18.86
  setup_violation_total_in_the_final_timing_report: 0
  finClkSkew_ns: 0
  post-route-period-util_pct: 53.0
  minimum_clock_period_after_layout_ns: 21.24
  timing.fmax_mhz: 47.1
  slew_headroom_pct: 16.3
  grt_setup_unrepaired: "false"
  timing_max_transition_violations_final: 0
  fin_tns_setup_ns: 0
  timing_worst_slew_pin_value_ns: 1.25
power_and_ir_drop:
  share_comb_of_total_power_pct: 14.5
  power.density_cell_area_nw_per_um2: 48.6
  net_sw_share_pct: 29.4
  netSwitchingPower_mw: 1.71
  total_leakage_power_nw: 49.8
  p_int_mw: 4.11
  power_mw: 5.82
  ir_worst_vdd_mv: 0.0355
  pwr-share-clk_pct: 37.4
  sequential_share_of_power_pct: 48.1
route:
  drc: 0
  viasPerCell: 7.47
  totalWireLength_mm: 564
  detailedRoute.firstIterationViolations: 12900
  routed-via-count: 99500
  tally_of_nets_with_antenna_violations_remaining_after_routing: 0
  route.detailed.wl_per_inst_um: 42.4
  drt_first_pass_iters: 13
placed_design:
  place.detailed.hpwl_mm: 317
  dpl_worst_slack_ns: 18.71
  place.gp.congestion: 1.02
  port-buffer-count: 209
flow_run:
  warning_count: 61
  drv.max_cap_violation_count: 0
worst_hold_path:
  critical_hold_path_startpoint: "Register[0][4]"
  holdCritPathClass: "register to register"
  worstHoldPathCells: 0
  timing.hold.worst_endpoint: "Register[0][4]"
clock_network:
  cts_htree_levels: 4
  clock_insertion_delay_worst_skew_ns: 0.91
  cts_sinks: 2048
  cts.path.max_buffers: 4
  cts_setup_buffers: 0
  clk_root_buffer_cell: "sky130_fd_sc_hd__clkbuf_16"
  clk_transition_reported_paths_ns: 0.06
  post_cts.resized_instances: 0
  cts_tree: "yes"
  hold_buffers: 0
  tritoncts.num_buffers: 225
grt:
  globalRouteOverflowTotal: 0
  grt_start_max_net_pins: 118
  grt_first_pass_wirelength_mm: 779
  initial_antenna_violation_count: 62
  grt_util_all_layers_pct: 43.0
  first_global_vias: 96300
floorplan:
  row_count: 189
  fp.coreArea_sq_um: 265000
  floorplan.die.height_um: 518
  chip_area_sq_um: 268000
  fp_util_pct: 40.2
  die_w_um: 518
  ioPinCount: 210
final_layout:
  final_core_utilization_pct: 45.3
  area_growth_pct: 12.6
  layout_top_registers: "Register: 2048 flops"
  largest-register: "Register"
  largest_register_ff_count: 2048
  final_layout_size_suffix_gt1_share_pct: 30.3
critical_path:
  reg2reg_from: "Register[24][12]"
  worst_setup_path_end_kind: "output port"
  worst-r2r-setup-slack_ns: 39.19
  setup.worst_path.class: "input pin to output port"
  critical_path_at_ns: 13.22
  r2r.worst_path.cells: 1
  worst_r2r_dst: "Register[24][12]"
  worst_path_required_ns: 32.08
  timing.critical_path.from_type: "input pin"
  crit_path_max_fanout: 82
status:
  run_status: "finished, final reports clean"
-- final cells by class --
cell class                      instances  area, sq um
Timing Repair Buffer                  655         5700
Antenna cell                          110          275
Sequential cell                      2048        51200
Multi-Input combinational cell       6567        50700
Fill cell                           23900       145000
Clock inverter                         80         1020
Tap cell                             3533         4420
Inverter                                8         30.0
Clock buffer                          322         6510
-- cell families (layout without fill, tap and decap cells) --
| group | Yosys count | after routing | synth area share (%) |
|---|---|---|---|
| and+or+nand+nor | 3384 | 3384 | 17.7 |
| DFF | 2048 | 2048 | 48.1 |
| muxes | 1996 | 1996 | 21.1 |
| buffers and inverters | 1196 | 1065 | 4.85 |
| AOI/OAI and AO/OA | 1187 | 1187 | 8.24 |
| other | 0 | 110 | 0 |
-- per-stage QoR --
stage          cell area [sq um]  cells  hold WS (ns)
6_report                  120000  13300         0.391
5_1_grt                   120000  13200         0.399
4_1_cts                   120000  13200         0.392
3_5_place_dp              112000  12800         0.379
3_3_place_gp              112000  12800         0.375
2_1_floorplan             106000   9811         0.440
-- worst max-delay path, cell delays in order --
cell,delay (ns)
sky130_fd_sc_hd__buf_16,0.21
sky130_fd_sc_hd__buf_4,0.69
sky130_fd_sc_hd__buf_4,0.59
sky130_fd_sc_hd__buf_4,0.67
sky130_fd_sc_hd__buf_4,0.54
sky130_fd_sc_hd__buf_4,0.63
sky130_fd_sc_hd__buf_4,0.56
sky130_fd_sc_hd__o21ai_0,0.18
sky130_fd_sc_hd__a31oi_1,0.36
sky130_fd_sc_hd__clkdlybuf4s50_1,0.55
-- power by group through the flow --
| stage | registers [mW] | clock network [mW] | logic, mW |
|---|---|---|---|
| CTS | 2.78 | 2.17 | 0.816 |
| global route | 2.84 | 2.25 | 0.880 |
| finish | 2.80 | 2.18 | 0.843 |
-- cell usage in the layout (no fill, tap or decap), types with 23 or more instances in the layout --
master / count
sky130_fd_sc_hd__mux2_2: 1988
sky130_fd_sc_hd__diode_2: 110
sky130_fd_sc_hd__nor2_4: 64
sky130_fd_sc_hd__a221oi_1: 28
sky130_fd_sc_hd__buf_4: 423
sky130_fd_sc_hd__nor4_1: 126
sky130_fd_sc_hd__a22oi_1: 584
sky130_fd_sc_hd__a2111oi_0: 64
sky130_fd_sc_hd__o21ai_0: 134
sky130_fd_sc_hd__nand4_1: 539
sky130_fd_sc_hd__a22o_1: 144
sky130_fd_sc_hd__dfrtp_1: 2048
sky130_fd_sc_hd__nor3_1: 73
sky130_fd_sc_hd__and4_1: 111
sky130_fd_sc_hd__clkbuf_8: 49
sky130_fd_sc_hd__buf_12: 23
sky130_fd_sc_hd__clkbuf_1: 47
sky130_fd_sc_hd__nand3_1: 2070
sky130_fd_sc_hd__clkdlybuf4s50_1: 198
sky130_fd_sc_hd__and3_1: 250
sky130_fd_sc_hd__a31oi_1: 134
sky130_fd_sc_hd__clkbuf_16: 226
sky130_fd_sc_hd__clkinv_2: 40
-- worst max path at each step --
stage	slack (ns)	from	end	cells past startpoint
CTS	18.70	rst_i	RD1[61]	10
global route	18.17	rst_i	RD1[61]	10
finish	18.86	rst_i	RD1[61]	10
-- metal layers --
metal | GRT usage (%) | routed length, um
met3 | 29.8 | 101000
met2 | 55.4 | 222000
met5 | 1.71 | 610
met4 | 30.2 | 51000
met1 | 50.6 | 189000
No activity file was given, so power comes from the tool's default toggle rates.
